==> design.v <==
module blastit_demo_uart
(
	input wire CLOCK_50,
	input wire DAYLIGHT,
	input wire UART_RX,
	output wire[7:0] C_SSEG,
	output wire[15:0] C,
	output wire[9:0] D,
	output wire[9:0] G,
	output wire UART_TX,
	output wire[3:0] LED,
	output wire WARN
);
	wire tx;
	reg [7:0] tx_data_reg, tx_data_next;
	reg tx_en_reg, tx_en_next;
	wire [7:0] e_data;
	wire rx_done_tick, tx_done_tick;
	wire tx_full, rx_empty;
	wire tx_empty, rx_full;
	uart #(.FIFO_R(2), .FIFO_W(2), .DVSR_BIT(8), .DBIT(8)) 
		  uart_unit(
			  .clk(CLOCK_50), .reset(0), 
			  .dbit(8), .pbit(1), .sb_tick(32), .os_tick(32), .dvsr(13),
			  .rd_uart(~rx_empty), .wr_uart(rx_done_tick), 
			  .rx(UART_RX), .w_data(e_data), .tx_full(tx_full), .rx_empty(rx_empty),
			  .tx(UART_TX), .r_data(e_data), .tx_done_tick(tx_done_tick), .rx_done_tick(rx_done_tick),
			  .tx_empty(tx_empty), .rx_full(rx_full)
		  );
	assign LED = { ~rx_empty, ~rx_full, ~tx_empty, ~tx_full };
endmodule
module edge_trigger
(
	input wire clk, reset,
	input wire in, en,
	output reg tick
);
	localparam wait_trigger = 2'd0,
	           triggered = 2'd1;
	reg in_reg, in_next;
	reg [2:0] state_reg, state_next;
	always @(posedge clk, posedge reset)
		if (reset)
			begin
				in_reg <= 0;
				state_reg <= wait_trigger;
			end
		else
			begin
				in_reg <= in_next;
				state_reg <= state_next;
			end
	always @*
		begin
			in_next = in;
			state_next = state_reg;
			tick = 0;
			case (state_reg)
				wait_trigger:
					if (in_next == en && in_reg == ~en)
						begin
							state_next = triggered;
							tick = 1'b1;
						end
				triggered:
					if (in_next == ~en)
						state_next = wait_trigger;
			endcase
		end
endmodule
module fifo
#(
	parameter B=8,  
				 W=4   
)
(
	input wire clk, reset,
	input wire rd, wr,
	input wire [B-1:0] w_data,
	output wire empty, full,
	output wire [B-1:0] r_data,
	output wire of, uf
);
reg [B-1:0] array_reg [(1'b1 << W)-1:0];  
reg [W-1:0] w_ptr_reg, w_ptr_next, w_ptr_succ;
reg [W-1:0] r_ptr_reg, r_ptr_next, r_ptr_succ;
reg of_reg, of_next;
reg uf_reg, uf_next;
always @(posedge clk)
	begin
		if (wr)
			array_reg[w_ptr_reg] <= w_data;
	end
always @(posedge clk, posedge reset)
	if (reset)
		begin
			w_ptr_reg <= 0;
			r_ptr_reg <= 0;
			of_reg <= 0;
			uf_reg <= 0;
		end
	else
		begin
			w_ptr_reg <= w_ptr_next;
			r_ptr_reg <= r_ptr_next;
			of_reg <= of_next;
			uf_reg <= uf_next;
		end
always @*
	begin		
		w_ptr_succ = w_ptr_reg + 1'b1;
		r_ptr_succ = r_ptr_reg + 1'b1;
		r_ptr_next = r_ptr_reg;
		w_ptr_next = w_ptr_reg;
		of_next = of_reg;
		uf_next = uf_reg;
		if (rd && wr)  
			begin
				r_ptr_next = r_ptr_succ;
				w_ptr_next = w_ptr_succ;
			end
		else if (rd)  
			begin
				if (w_ptr_reg == r_ptr_reg)  
					uf_next = 1'b1;
				r_ptr_next = r_ptr_succ;
			end
		else if (wr)  
			begin
				if (w_ptr_reg == (r_ptr_reg - 1))  
					of_next = 1'b1;
				w_ptr_next = w_ptr_succ;
			end
	end
	assign full = w_ptr_reg == (r_ptr_reg - 1);
	assign empty = w_ptr_reg == r_ptr_reg;
	assign r_data = array_reg[r_ptr_reg];
	assign of = of_reg;
	assign uf = uf_reg;
endmodule
module mod_m_counter
#(
	parameter M_BITS=8  
)
(
	input wire clk, reset,
	input wire [M_BITS-1:0] m,   
	output wire max_tick,
	output wire [M_BITS-1:0] q
);
reg [M_BITS-1:0] r_reg, r_next;
reg max_tick_reg, max_tick_next;
always @(posedge clk, posedge reset)
	if (reset)
		begin
			r_reg <= 0;
			max_tick_reg <= 0;
		end
	else
		begin
			r_reg <= r_next;
			max_tick_reg <= max_tick_next;
		end
always @*
	begin
		max_tick_next = max_tick_reg;
		begin
			r_next = r_reg;
			if (r_next == m)
				begin
					max_tick_next = 1'b1;
					r_next = 0;
				end
			else
				begin
					r_next = r_next + 1;
					max_tick_next = 0;
				end
		end
	end
assign q = r_reg;
assign max_tick = max_tick_reg;
endmodule
module parity_calculator
#(
	parameter DBIT=8  
)
(
	input wire [DBIT-1:0] data,
	input wire [3:0] dbit,             
	input wire [1:0] pbit,             
	output wire parity
);
wire zero;
wire xs;
assign zero = 0;
assign xs = (dbit == 7) ? ^data[6:0] : ^data[7:0];
assign parity = pbit == 0 ? zero :
					 pbit == 1 ? xs  :
					 ~xs;
endmodule
module uart
#(
	parameter FIFO_R = 2,      
	          FIFO_W = 2,      
			    DVSR_BIT = 8,    
             DBIT = 8         
)
(
	input wire clk, reset,
	input wire rd_uart, wr_uart, rx,
	input wire [3:0] dbit,                   
	input wire [1:0] pbit,                   
	input wire [7:0] sb_tick,                
	input wire [7:0] os_tick,                
	input wire [DVSR_BIT-1:0] dvsr,          
	input wire [DBIT-1:0] w_data,
	output wire tx_full, rx_empty, tx,
	output wire [DBIT-1:0] r_data,
	output wire tx_done_tick, rx_done_tick,
	output wire e_parity, e_frame, e_rxof, e_txof, e_rxuf, e_txuf,
	output wire rx_full, tx_empty
);
wire tick;
wire tx_fifo_not_empty;
wire [DBIT-1:0] tx_fifo_out, rx_data_out, fifo_r_data;
wire rd_uart_tick, wr_uart_tick;
mod_m_counter #(.M_BITS(DVSR_BIT)) baud_gen_unit(.clk(clk), .reset(reset), .m(dvsr), .q(), .max_tick(tick)); 
edge_trigger uart_rx_trigger(.clk(clk), .reset(reset), .in(rd_uart), .en(1'b1), .tick(rd_uart_tick));
fifo #(.B(DBIT), .W(FIFO_R)) fifo_rx_unit(.clk(clk), .reset(reset), .rd(rd_uart_tick), .wr(rx_done_tick), .w_data(rx_data_out), .empty(rx_empty), .full(rx_full), .r_data(fifo_r_data), .of(e_rxof), .uf(e_rxuf));
uart_rx #(.DBIT(DBIT)) uart_rx_unit(.clk(clk), .reset(reset), .dbit(dbit), .pbit(pbit), .sb_tick(sb_tick), .os_tick(os_tick), .rx(rx), .s_tick(tick), .rx_done_tick(rx_done_tick), .dout(rx_data_out), .e_parity(e_parity), .e_frame(e_frame));
edge_trigger uart_tx_trigger(.clk(clk), .reset(reset), .in(wr_uart), .en(1'b1), .tick(wr_uart_tick));
fifo #(.B(DBIT), .W(FIFO_W)) fifo_tx_unit(.clk(clk), .reset(reset), .rd(tx_done_tick), .wr(wr_uart_tick), .w_data(w_data), .empty(tx_empty), .full(tx_full), .r_data(tx_fifo_out), .of(e_txof), .uf(e_txuf));
uart_tx #(.DBIT(DBIT)) uart_tx_unit(.clk(clk), .reset(reset), .dbit(dbit), .pbit(pbit), .sb_tick(sb_tick), .os_tick(os_tick), .tx_start(tx_fifo_not_empty), .s_tick(tick), .din(tx_fifo_out), .tx_done_tick(tx_done_tick), .tx(tx));
assign tx_fifo_not_empty = ~tx_empty;
assign r_data = fifo_r_data;
endmodule
module uart_rx
#(
	parameter DBIT=8  
)
(
	input wire clk, reset,
	input wire [3:0] dbit,             
	input wire [1:0] pbit,             
	input wire [7:0] sb_tick,          
	input wire [7:0] os_tick,          
	input wire rx, s_tick,
	output reg rx_done_tick,
	output wire [DBIT-1:0] dout,
	output wire e_parity, e_frame
);
localparam [2:0]
	idle 	 = 3'b000,
	start  = 3'b001,
	data   = 3'b010,
	parity = 3'b011,
	stop   = 3'b101;
reg [2:0] state_reg, state_next;
reg [7:0] s_reg, s_next;
reg [2:0] n_reg, n_next;
reg [DBIT-1:0] b_reg, b_next;
reg e_parity_reg, e_parity_next;
reg e_frame_reg, e_frame_next;
wire rx_parity;
parity_calculator #(.DBIT(DBIT)) pc(.data(b_reg), .dbit(dbit), .pbit(pbit), .parity(rx_parity));
always @(posedge clk, posedge reset)
	if (reset)
		begin
			state_reg <= idle;
			s_reg <= 0;
			n_reg <= 0;
			b_reg <= 0;
			e_parity_reg <= 0;
			e_frame_reg <= 0;
		end
	else
		begin
			state_reg <= state_next;
			s_reg <= s_next;
			n_reg <= n_next;
			b_reg <= b_next;
			e_parity_reg <= e_parity_next;
			e_frame_reg <= e_frame_next;
		end
always @*
	begin
		state_next = state_reg;
		rx_done_tick = 1'b0;
		s_next = s_reg;
		n_next = n_reg;
		b_next = b_reg;
		e_parity_next = e_parity_reg;
		e_frame_next = e_frame_reg;
		case (state_reg)
			idle:
				if (~rx)
					begin
						state_next = start;
						s_next = 0;
					end
			start:
				if (s_tick)
					if (s_reg == ((os_tick - 1) >> 1))
						begin
							state_next = data;
							e_parity_next = 0;
							e_frame_next = 0;
							s_next = 0;
							n_next = 0;
						end
					else
						s_next = s_reg + 1'd1;
			data:
				if (s_tick)
					if (s_reg == (os_tick - 1))
						begin
							s_next = 0;
							b_next = {rx, b_reg[7:1]};
							if (n_reg == (dbit - 1))
								begin
									n_next = 0;
									if (pbit > 0)
										state_next = parity;
									else
										begin
											state_next = stop;
											e_parity_next = 0;
										end
								end
							else
								n_next = n_reg + 1'd1;
						end
					else
						s_next = s_reg + 1'd1;
			parity:
					if (s_tick)
						begin
							if (s_reg == (os_tick - 1))
								begin
									e_parity_next = rx_parity != rx;
									s_next = 0;
									n_next = 0;
									state_next = stop;
								end
							else
								s_next = s_reg + 1'b1;
						end
			stop:
				if (s_tick)
					if (s_reg == (sb_tick - 1))
						begin
							e_frame_next = ~rx;
							s_next = 0;
							n_next = 0;
							state_next = idle;
							rx_done_tick = 1'b1;
						end
					else
						s_next = s_reg + 1'd1;
		endcase
	end
	assign dout = (dbit == 4'd7) ? (b_reg >> 1) :
	              (dbit == 4'd8) ? b_reg :
					  0;
	assign e_parity = e_parity_reg;
	assign e_frame = e_frame_reg;
endmodule
module uart_tx
#(
	parameter DBIT=8  
)
(
	input wire clk, reset,
	input wire [3:0] dbit,             
	input wire [1:0] pbit,             
	input wire [7:0] sb_tick,          
	input wire [7:0] os_tick,          
	input wire tx_start, s_tick,
	input wire [DBIT-1:0] din,
	output reg tx_done_tick,
	output wire tx
);
localparam [2:0]
	idle 	 = 3'b000,
	start  = 3'b001,
	data   = 3'b010,
	parity = 3'b011,
	stop   = 3'b100;
reg [2:0] state_reg, state_next;
reg [7:0] s_reg, s_next;
reg [2:0] n_reg, n_next;
reg [DBIT-1:0] b_reg, b_next;
reg tx_reg, tx_next;
wire tx_parity;
parity_calculator #(.DBIT(DBIT))  pc(.data(din), .dbit(dbit), .pbit(pbit), .parity(tx_parity));
always @(posedge clk, posedge reset)
	if (reset)
		begin
			state_reg <= idle;
			s_reg <= 0;
			n_reg <= 0;
			b_reg <= 0;
			tx_reg <= 1'b1;
		end
	else
		begin
			state_reg <= state_next;
			s_reg <= s_next;
			n_reg <= n_next;
			b_reg <= b_next;
			tx_reg <= tx_next;
		end
always @*
	begin
		state_next = state_reg;
		tx_done_tick = 1'b0;
		s_next = s_reg;
		n_next = n_reg;
		b_next = b_reg;
		tx_next = tx_reg;
		case (state_reg)
			idle:
				begin
					tx_next = 1'b1;
					if (tx_start)
						begin
							state_next = start;
							s_next = 0;
							b_next = din;
						end
				end
			start:
				begin
					tx_next = 1'b0;
					if (s_tick)
						if (s_reg == (os_tick - 1))
							begin
								state_next = data;
								s_next = 0;
								n_next = 0;
							end
						else
							s_next = s_reg + 1'b1;
				end
			data:
				begin
					tx_next = b_reg[n_reg];
					if (s_tick)
						if (s_reg == (os_tick - 1))
							begin
								s_next = 0;
								if (n_reg == (dbit - 1))
									begin
										n_next = 0;
										if (pbit > 0)
											state_next = parity;
										else
											state_next = stop;
									end
								else
									n_next = n_reg + 1'd1;
							end
						else
							s_next = s_reg + 1'b1;
				end
			parity:
				begin
					tx_next = tx_parity;
					if (s_tick)
						if (s_reg == (os_tick - 1))
							begin
								s_next = 0;
								n_next = 0;
								state_next = stop;
							end
						else
							s_next = s_reg + 1'b1;
				end
			stop:
				begin
					tx_next = 1'b1;
					if (s_tick)
						if (s_reg == (sb_tick - 1))
							begin
								state_next = idle;
								tx_done_tick = 1'b1;
							end
						else
							s_next = s_reg + 1'b1;
				end
		endcase
	end
assign tx = tx_reg;
endmodule
==> run.sh <==
#!/bin/bash
# OpenROAD 26Q1-2900-gdf79404cd8, Yosys 0.63+post, stock flow scripts
make -C /OpenROAD-flow-scripts/flow DESIGN_CONFIG=/design/flow/config.mk WORK_HOME=/design/flow/orfs finish
==> config.mk <==
export PLATFORM = sky130hd
export DESIGN_NAME = blastit_demo_uart
export DESIGN_NICKNAME = blastit_demo_uart
export VERILOG_FILES = /design/flow/design.v
export SDC_FILE = /design/flow/constraint.sdc
export NUM_CORES = 4
export LEC_CHECK = 1
export CORE_UTILIZATION = 40
==> constraint.sdc <==
current_design blastit_demo_uart

set clk_period 3.2
set clk_io_pct 0.2

create_clock -name clk0 -period $clk_period [get_ports {CLOCK_50}]

set non_clock_inputs [all_inputs -no_clocks]
set_input_delay [expr $clk_period * $clk_io_pct] -clock clk0 $non_clock_inputs
set_output_delay [expr $clk_period * $clk_io_pct] -clock clk0 [all_outputs]
==> CHANGELOG.md <==
### Changed

- CP max FO: 3
- Peak VDD IR: 377 µV
- Clock buffer depth: 2
- Tool warnings: 33
- Critical path class: reg2out
- H-tree depth: 4
- Late-Pin Clk Latency: 0.41 ns
- Gr busiest metal: met1
- Most frequent logic cell in the layout: edfxtp_1
- Die Size: 0.0155 mm²
- Post-layout util: 45.9%
- Pin count of the biggest net entering global routing: 17
- Number of global-route vias before repair: 2962
- Met1 usage: 18.0%
- HP Class: reg2reg
- Final GP Congestion: 0.798
- CP Cell Sequence: inv_1, ha_1, xnor2_1, or3_1, clkdlybuf4s50_1
- Sink Count: 140
- CTS clk-pin slew, worst paths: 0.06 ns
- Final Hold Vio Count: 0
- Mapped Cells: 417
- Ports: 53
- Global-route wire length before repair: 13800 µm
- Ys Warns: 56
- TritonCTS clock tree: yes
- YS chip area: 0.00601 mm²
- Worst EP arrival: 2.10 ns
- Slew @ Worst Pin: 0.797 ns
- CP top delay family: buffers and inverters
- Via count: 2888
- Unrepaired setup endpoints after global routing: false
- Most common logic cells in the final layout: 111 x edfxtp_1, 45 x conb_1, 33 x nor2_1, 29 x dfxtp_1, 25 x xnor2_1
- Syn avg cell area: 14.4 µm²
- Max_cap viols: 0
- Filler cell count: 1225
- Setup TNS: 0 ns
- Run status: complete, no violations
- Crit start category: flip-flop
- Clk root buf: clkbuf_16
- Ys flop type: edfxtp_1
- DRC viols: 0
- Final setup violation count: 0
- FFs w/ async S/R, synth: 0%
- Mapped cell area: 0.00601 mm²
- Num CTS Buffers: 17
- Slew Limit Fails: 0
- Synth-to-layout area growth: 11.5%
- Hold Slack: 0.455 ns
- Fp_density: 41.2%
- CP max-delay cell: clkdlybuf4s50_1
- Met3 global-route usage: 4.86%
- Largest stage delay on the critical path: 0.41 ns
- Postcts setup bufs: 0
- Flops after synth: 140
- Relative slew slack: 46.8%
- Final HPWL DP: 5380 µm
- Antenna violations before repair: 0
- Met2 usage: 17.6%
- Share of layout cells above drive strength 1: 12.8%
- Req. time, crit path: 2.56 ns
- Global-route usage over all layers: 11.9%
- Hold buffer count at CTS: 0
- Grt ovf: 0
- Fin crit share: 85.7%
- Rows: 44
- Tmin final: 2.74 ns
- Worst R2R Setup Slack: 0.60 ns
- Die Wd: 125 µm
- IO buf count: 6
- Power Dens Cells: 586 mW/mm²
- Final setup skew: 0.00940 ns
- Sequential area share after synthesis: 65.1%
- First-pass DRT Iterations: 4
- EDFF count, synth: 111
- Worst setup EP type: output pin
- Buffer-and-inverter tally for the worst setup path: 2
- Die height: 125 µm
- Total Wirelength: 8100 µm
- Yosys cell count: 417
- Final ANT Viol Nets: 0
- 1st-iter DRT viols: 162
- Ant diodes: 0
- Drt wl/cell: 12.8 µm
- Avg Vias per Cell: 4.58
- Unique cell types: 38
- CTS-repair resized insts: 0
- Leakage power: 2.46 nW
- Core Box Area: 0.0146 mm²
- Fmax achieved: 364 MHz
==> power by group <==
| part | leakage, nW | internal (mW) | switching, mW |
|---|---|---|---|
| registers | 1.30 | 1.94 | 0.0000000000000000631 |
| clock network | 0.297 | 1.24 | 0.748 |
| logic | 0.859 | 0.00110 | 0.00156 |
| total | 2.46 | 3.18 | 0.750 |
==> cell type report <==
| cell class | instances | area (µm²) | area share [%] |
|---|---|---|---|
| sequential | 140 | 3910 | 58.4 |
| multi-input combinational | 248 | 1800 | 26.9 |
| clock buffer | 18 | 429 | 6.41 |
| tap | 184 | 230 | 3.44 |
| clock inverter | 14 | 181 | 2.71 |
| inverter | 20 | 75.1 | 1.12 |
| timing repair buffer | 7 | 67.6 | 1.01 |
==> cell families (layout without fill, tap and decap cells) <==
group | after synthesis | after routing | share of synthesized area, %
DFF | 140 | 140 | 65.1
and+or+nand+nor | 106 | 106 | 8.77
buffers and inverters | 73 | 59 | 7.60
xor gates and xnor gates | 33 | 33 | 4.81
AOI/OAI and AO/OA | 24 | 24 | 2.37
muxes | 22 | 22 | 7.50
adders and majority gates | 18 | 18 | 3.75
other | 1 | 45 | 0.0624
==> synthesized netlist by cell type (8+ instances only) <==
cell type,instances,area share [%]
xnor2_1,25,3.6
a21oi_1,9,0.75
edfxtp_1,111,55
buf_4,46,5.7
xor2_1,8,1.2
inv_1,20,1.2
mux4_2,18,6.7
nand2_1,22,1.4
and2_1,13,1.4
nor2_1,33,2.1
dfxtp_1,29,9.7
nand3_1,12,1.0
ha_1,18,3.7
==> per-layer routing <==
layer,vias up,wire (µm)
met2,75,3800
met1,1353,3680
li1,1445,-
met4,0,123
met5,-,0
met3,15,490
==> per-stage QoR <==
| step | setup WS, ns | cells | power [mW] | instance area, µm² |
|---|---|---|---|---|
| after floorplan | 1.03 | 461 | 2.01 | 6170 |
| after global placement | 0.660 | 599 | 1.98 | 6090 |
| after detailed placement | 0.584 | 599 | 1.98 | 6090 |
| after CTS | 0.437 | 631 | 3.96 | 6700 |
| after global routing | 0.313 | 631 | 4.06 | 6700 |
| final | 0.456 | 631 | 3.93 | 6700 |
==> worst reg2reg max path, stage by stage, from the launching register on <==
cell,delay [ns]
edfxtp_1,0.39
ha_1,0.20
and3_1,0.27
and3_1,0.24
nand3_1,0.24
nor3b_2,0.44
and2_1,0.46
==> path summary, 6_finish.rpt <==
kind                                                  start                                          endpoint  depth (start not counted)
min          uart_unit.uart_tx_trigger.state_reg[1]$_DFF_P_    uart_unit.uart_tx_trigger.state_reg[1]$_DFF_P_                          1
max           uart_unit.fifo_rx_unit.r_ptr_reg[0]$_DFFE_PN_                                            LED[2]                          5
max reg2reg       uart_unit.uart_rx_unit.s_reg[0]$_DFFE_PP_  uart_unit.fifo_tx_unit.array_reg[0][5]$_DFFE_PP_                          6
min reg2reg  uart_unit.uart_tx_trigger.state_reg[1]$_DFF_P_    uart_unit.uart_tx_trigger.state_reg[1]$_DFF_P_                          1
No activity file was given, so power comes from the tool's default toggle rates.
