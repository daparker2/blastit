==> flow/design.v <==
module blastit_demo_all_leds
(
	input wire CLOCK_50,
	input wire DAYLIGHT,
	input wire UART_RX,
	output wire[7:0] C_SSEG,
	output wire[15:0] C,
	output wire[7:0] D,
	output wire[9:0] G,
	output wire UART_TX,
	output wire[3:0] LED,
	output wire WARN
);
	wire clk;
	reg [3:0] d_i_reg, g_i_reg, d_i_next, g_i_next;
	reg [3:0] led_i_reg, led_i_next;
	reg [5:0] c_i_reg, c_i_next;
	reg [3:0] cseg_i_reg, cseg_i_next;
	reg warn_en_reg, warn_en_next;
	reg daylight_reg, daylight_next;
	wire led_tick;
	mod_m_counter #(.M_BITS(24)) tick_counter(.clk(clk), .reset(0), .m(24'd5000), .max_tick(led_tick), .q());
	always @(posedge clk)
		begin
			d_i_reg <= d_i_next;
			g_i_reg <= g_i_next;
			led_i_reg <= led_i_next;
			warn_en_reg <= warn_en_next;
			cseg_i_reg <= cseg_i_next;
			c_i_reg <= c_i_next;
			daylight_reg <= daylight_next;
		end
	always @*
		begin
			d_i_next = d_i_reg;
			g_i_next = g_i_reg;
			led_i_next = led_i_reg;
			warn_en_next = warn_en_reg;
			cseg_i_next = cseg_i_reg;
			c_i_next = c_i_reg;
			daylight_next = daylight_reg;
			if (led_tick)
				begin
					daylight_next = DAYLIGHT;
					c_i_next = c_i_reg + 1;
					if (c_i_next == 16)
						begin
							c_i_next = 0;
							cseg_i_next = cseg_i_reg + 1;
							if (cseg_i_next == 8)
								cseg_i_next = 0;
						end
					warn_en_next = ~warn_en_reg;
					led_i_next = led_i_reg + 1;
					if (led_i_next == 4)
						led_i_next = 0;
					g_i_next = g_i_reg + 1;
					if (g_i_next == 10)
						begin
							g_i_next = 0;
							d_i_next = d_i_reg + 1;
							if (d_i_next == 4)
								d_i_next = 0;
						end
					end
		end
	assign G = g_i_reg == 0 ? 10'bzzzzzzzzz0:
				  g_i_reg == 1 ? 10'bzzzzzzzz0z:
				  g_i_reg == 2 ? 10'bzzzzzzz0zz:
				  g_i_reg == 3 ? 10'bzzzzzz0zzz:
				  g_i_reg == 4 ? 10'bzzzzz0zzzz:
				  g_i_reg == 5 ? 10'bzzzz0zzzzz:
				  g_i_reg == 6 ? 10'bzzz0zzzzzz:
				  g_i_reg == 7 ? 10'bzz0zzzzzzz:
				  g_i_reg == 8 ? 10'bz0zzzzzzzz:
				  g_i_reg == 9	? 10'b0zzzzzzzzz:
				                 10'bzzzzzzzzzz;	
	assign D = d_i_reg == 0 ? 8'bzz1zzzz1:
				  d_i_reg == 1 ? 8'bzzz1zz1z:
				  d_i_reg == 2 ? 8'b1zzzz1zz:
				  d_i_reg == 3 ? 8'bz1zz1zzz:
				                 8'bzzzzzzzz;
	assign C_SSEG = cseg_i_reg == 0 ? 8'bzzzzzzz0:
						 cseg_i_reg == 1 ? 8'bzzzzzz0z:
						 cseg_i_reg == 2 ? 8'bzzzzz0zz:
						 cseg_i_reg == 3 ? 8'bzzzz0zzz:
						 cseg_i_reg == 4 ? 8'bzzz0zzzz:
						 cseg_i_reg == 5 ? 8'bzz0zzzzz:
						 cseg_i_reg == 6 ? 8'bz0zzzzzz:
						 cseg_i_reg == 7 ? 8'b0zzzzzzz:
												 8'bzzzzzzzz;
	assign C = c_i_reg == c_i_reg == 0 ?  16'bzzzzzzzzzzzzzzz1:
								 c_i_reg == 1 ?  16'bzzzzzzzzzzzzzz1z:
								 c_i_reg == 2 ?  16'bzzzzzzzzzzzzz1zz:
								 c_i_reg == 3 ?  16'bzzzzzzzzzzzz1zzz:
								 c_i_reg == 4 ?  16'bzzzzzzzzzzz1zzzz:
								 c_i_reg == 5 ?  16'bzzzzzzzzzz1zzzzz:
								 c_i_reg == 6 ?  16'bzzzzzzzzz1zzzzzz:
								 c_i_reg == 7 ?  16'bzzzzzzzz1zzzzzzz:
								 c_i_reg == 8 ?  16'bzzzzzzz1zzzzzzzz:
								 c_i_reg == 9 ?  16'bzzzzzz1zzzzzzzzz:
								 c_i_reg == 10 ? 16'bzzzzz1zzzzzzzzzz:
								 c_i_reg == 11 ? 16'bzzzz1zzzzzzzzzzz:
								 c_i_reg == 12 ? 16'bzzz1zzzzzzzzzzzz:
								 c_i_reg == 13 ? 16'bzz1zzzzzzzzzzzzz:
								 c_i_reg == 14 ? 16'bz1zzzzzzzzzzzzzz:
								 c_i_reg == 15 ? 16'b1zzzzzzzzzzzzzzz:
													  16'bzzzzzzzzzzzzzzzz;
	assign LED = led_i_reg == 3'd0 ? 4'bzzz0:
					 led_i_reg == 3'd1 ? 4'bzz0z:
					 led_i_reg == 3'd2 ? 4'bz0zz:
					 led_i_reg == 3'd3 ? 4'b0zzz:
	                                 4'bzzzz;
	assign WARN = daylight_reg ? warn_en_reg : 1'bz;
	assign clk = CLOCK_50;
	assign UART_TX = UART_RX;
endmodule
module mod_m_counter
#(
	parameter M_BITS=8  
)
(
	input wire clk, reset,
	input wire [M_BITS-1:0] m,   
	output wire max_tick,
	output wire [M_BITS-1:0] q
);
reg [M_BITS-1:0] r_reg, r_next;
reg max_tick_reg, max_tick_next;
always @(posedge clk, posedge reset)
	if (reset)
		begin
			r_reg <= 0;
			max_tick_reg <= 0;
		end
	else
		begin
			r_reg <= r_next;
			max_tick_reg <= max_tick_next;
		end
always @*
	begin
		max_tick_next = max_tick_reg;
		begin
			r_next = r_reg;
			if (r_next == m)
				begin
					max_tick_next = 1'b1;
					r_next = 0;
				end
			else
				begin
					r_next = r_next + 1;
					max_tick_next = 0;
				end
		end
	end
assign q = r_reg;
assign max_tick = max_tick_reg;
endmodule
==> flow/run.sh <==
#!/bin/bash
# OpenROAD 26Q1-2900-gdf79404cd8, Yosys 0.63+post, stock flow scripts
make -C /OpenROAD-flow-scripts/flow DESIGN_CONFIG=/design/flow/config.mk WORK_HOME=/design/flow/orfs finish
==> flow/config.mk <==
export PLATFORM = sky130hd
export DESIGN_NAME = blastit_demo_all_leds
export DESIGN_NICKNAME = blastit_demo_all_leds
export VERILOG_FILES = /design/flow/design.v
export SDC_FILE = /design/flow/constraint.sdc
export NUM_CORES = 4
export LEC_CHECK = 1
export CORE_AREA = 10 10 110 110
export DIE_AREA = 0 0 120 120
==> flow/constraint.sdc <==
current_design blastit_demo_all_leds

set clk_period 3.9
set clk_io_pct 0.2

create_clock -name clk0 -period $clk_period [get_ports {CLOCK_50}]

set non_clock_inputs [all_inputs -no_clocks]
set_input_delay [expr $clk_period * $clk_io_pct] -clock clk0 $non_clock_inputs
set_output_delay [expr $clk_period * $clk_io_pct] -clock clk0 [all_outputs]
==> impl.org <==
#+TITLE: Flow metrics

** STA
- Final Slew Violations :: 0
- Headroom to the max-slew limit came out at 61.9%.
- Final setup skew :: 6.19 ps
- RSZ-0062 raised after global routing :: no
- The final critical path takes up 77.1% of the cycle.
- Total count of hold-check failures in the final report :: 0
- Tmin final :: 3010 ps
- Maximum operating frequency :: 0.332 GHz
- Count of final setup violators :: 0
- Setup TNS after final layout :: 0 ps
- For the pin with the worst max-slew slack, the measured transition is 567 ps.

** Critical path
- Register-to-register path setup slack :: 2040 ps
- Critical Path End Type :: primary output
- Worst Setup SP :: c_i_reg[0]$_SDFFCE_PN0P_
- CP max stage cell :: sky130_fd_sc_hd__edfxtp_1
- Together, buffers and inverters on the worst path number 2.
- Endpoint of the worst setup timing path :: C[10]
- Critical Path Start Type :: flip-flop
- Classification of the worst setup path :: flip-flop to primary output
- In this run the critical register-to-register path is captured at d_i_reg[1]$_SDFFCE_PN0P_.
- Required @ worst endpoint :: 3120 ps
- Number of logic stages on the critical path including buffering :: 6
- Peak fanout along the critical path :: 8
- STA puts the critical path data arrival time at 2230 ps.
- Slowest stage delay, CP :: 490 ps
- The signal on the critical path passes through inv_1 > ha_1 > nor3_1 > nand3b_1 > nor2_1 > clkdlybuf4s50_1.
- The kind of cell with the highest combined delay along the critical path is simple AND/OR/NAND/NOR gates.
- The worst register-to-register path begins at g_i_reg[0]$_SDFFCE_PN0P_.
- R2r worst-path depth :: 5

** Clock network
- As reported, the later end of the worst-skew pair has a clock insertion delay of 290 ps.
- The clock tree has to reach 40 sinks.
- After clock tree synthesis, the flow added hold-fix buffers numbering 0.
- Post-cts resize count :: 0
- Number of buffers created by CTS :: 5
- Looking at the post-CTS report, the setup buffer insertion count equals 0.
- CTS built an H-tree with a depth of 2.
- Clock-pin slew was measured on the worst setup and hold paths at 80 ps.
- CTS tree :: yes
- Library cell used as clock root buffer :: sky130_fd_sc_hd__clkbuf_8
- The clock passes through at most 2 buffers.

** Job
- OpenROAD emitted warnings numbering 35.
- Max capacitance violation total :: 0

** Route
- In the routed netlist, the antenna diode instances number 0.
- In the final routed layout, each cell accounts on average for 9.81 µm.
- After the first detailed-routing iteration, the DRC count stood at 78.
- Once detail routing completed, the nets flagged for antenna violations numbered 0.
- For this run, design rule violations remaining after detail routing come to 0.
- Total routed wirelength :: 3960 µm
- The script logs the ratio of routed vias to standard cells as 4.00.
- Length of the first detailed-routing pass in iterations :: 4
- Total via count in the routed design :: 1614

** Finish
- The register with the most flip-flops in the layout has 24 of them.
- In the layout the commonest cells are sky130_fd_sc_hd__nor2_1 (34), sky130_fd_sc_hd__dfxtp_1 (25), sky130_fd_sc_hd__clkdlybuf4s50_1 (24).
- The filler cells instantiated in the layout total 1042.
- Per the run report, area growth between synthesis and finish was 16.4%.
- Fin cells :: 403
- Fraction of final layout cells sized beyond drive strength 1 :: 4.44%
- The library cell used most frequently in the layout, excluding fill and tap cells, is sky130_fd_sc_hd__nor2_1.
- Once layout is complete, the utilization of the core stands at 27.6%.

** Synthesis
- In this run, synthesis inferred 15 flip-flops with an integrated enable.
- Mapped Cells :: 247
- Avg Cell Area, Syn :: 9.37 µm²
- Per Yosys stat, the portion of area used by sequential elements is 41.1%.
- Yosys mapped the design onto 36 distinct sky130hd cell types.
- Chip area estimate from yosys synthesis :: 2310 µm²
- The synthesis log from Yosys contains 51 warnings.
- Post-synth the commonest register cell is sky130_fd_sc_hd__dfxtp_1.
- In the synthesized netlist the async set-or-reset flop fraction comes to 0%.
- Number of cells in Yosys stat :: 247
- Seq cells post-synth :: 40
- Cell area after technology mapping :: 2310 µm²

** Global routing
- Global-route wire length before repair :: 6840 µm
- The number of antenna violations at the first check in global routing came to 0.
- The via count of the first global-routing pass was 1492.
- Global routing finished with a remaining overflow of 0.
- Pin count of the biggest net entering global routing :: 14
- Total routing resource utilization after global routing :: 5.34%

** Status
- The flow ran to the end, and the final reports show no timing, DRC or antenna violations.

** Die
- According to the floorplan report, the die height is 120 µm.
- The chip occupies 14400 µm².
- During I/O placement, the number of pins put on the boundary was 51.
- Init Core Util :: 23.7%
- Row generation in the floorplan step produced 36 rows.
- Horizontal extent of the die :: 120 µm
- Core Box Area :: 9770 µm²

** Power
- Pwr per Cell Area :: 283 nW/µm²
- IR analysis of the VDD net gives a maximum drop of 244 µV.
- Static power due to leakage :: 0.967 nW
- Total power for the finished layout comes to 0.763 mW.

** Placement
- Number of buffers inserted by port buffering :: 24
- The congestion estimate from routability-driven global placement came to 0.787.
- The detailed placer reported the number of placed instances as 395.
- Dpl hpwl :: 3000 µm

** Worst hold path
- In the hold timing report, the worst path depth is 1.
- Type of the worst min-delay path :: flip-flop to flip-flop
synthesized netlist by cell type (all sizes together) (2+ instances only):
cell | count | area [µm²]
and2 | 3 | 18.8
nand2b | 4 | 25.0
edfxtp | 15 | 450
ha | 13 | 163
nand2 | 17 | 63.8
buf | 28 | 210
dfxtp | 25 | 500
a211oi | 2 | 15.0
nor4b | 3 | 26.3
clkbuf | 3 | 11.3
nor2b | 2 | 12.5
nand3 | 16 | 80.1
and3 | 5 | 31.3
nand4 | 7 | 43.8
and4 | 2 | 17.5
a21boi | 2 | 15.0
xnor2 | 21 | 184
a21oi | 5 | 25.0
nor3 | 5 | 25.0
nor4 | 6 | 73.8
xor2 | 8 | 70.1
inv | 10 | 37.5
nor2 | 34 | 128
where the power goes:
| part | switching [mW] | internal [mW] | total [mW] |
|---|---|---|---|
| sequential | 0 | 0.429 | 0.429 |
| clock | 0.143 | 0.189 | 0.332 |
| combinational | 0.00125 | 0 | 0.00125 |
| total | 0.144 | 0.619 | 0.763 |
area by class of cell:
class | count | area [µm²] | area share [%]
Clock buffer | 5 | 68.8 | 2.55
Clock inverter | 3 | 42.5 | 1.58
Inverter | 10 | 37.5 | 1.39
Multi-Input combinational cell | 188 | 1190 | 44.1
Sequential cell | 40 | 951 | 35.3
Tap cell | 133 | 166 | 6.18
Timing Repair Buffer | 24 | 240 | 8.92
worst min path at each step:
| stage | startpoint | to | slack (ps) |
|---|---|---|---|
| CTS | tick_counter.r_reg[23]$_SDFF_PP0_ | tick_counter.r_reg[23]$_SDFF_PP0_ | 470 |
| global route | tick_counter.r_reg[23]$_SDFF_PP0_ | tick_counter.r_reg[23]$_SDFF_PP0_ | 500 |
| finish | tick_counter.r_reg[23]$_SDFF_PP0_ | tick_counter.r_reg[23]$_SDFF_PP0_ | 480 |
stage by stage:
stage	hold slack, ps	worst slack, ps	cell area (µm²)
floorplan	436	1890	2400
global placement	459	1230	2580
detailed placement	459	1210	2580
CTS	475	871	2690
global route	504	655	2690
finish	477	891	2690
logic make-up (layout without fill, tap and decap cells):
group | count (synthesis) | after routing | synth area share [%]
and+or+nand+nor | 109 | 109 | 25.6
AOI/OAI and AO/OA | 14 | 14 | 4.00
adders and majority gates | 13 | 13 | 7.03
other | 1 | 23 | 0.162
buffers and inverters | 41 | 42 | 11.2
DFF | 40 | 40 | 41.1
xor gates and xnor gates | 29 | 29 | 11.0
metal layers:
| layer | wire (µm) | part of all wire (%) | GRT usage, % | vias to the layer above |
|---|---|---|---|---|
| met5 | 0 | 0 | 0 | - |
| met4 | 33 | 0.83 | 0.679 | 0 |
| met3 | 262 | 6.6 | 1.81 | 4 |
| met2 | 1650 | 42 | 8.08 | 38 |
| met1 | 2010 | 51 | 7.50 | 730 |
| li1 | - | - | - | 842 |
No activity file was given, so power comes from the tool's default toggle rates.
