**./design.v**
```verilog
module edge_trigger
(
	input wire clk, reset,
	input wire in, en,
	output reg tick
);
	localparam wait_trigger = 2'd0,
	           triggered = 2'd1;
	reg in_reg, in_next;
	reg [2:0] state_reg, state_next;
	always @(posedge clk, posedge reset)
		if (reset)
			begin
				in_reg <= 0;
				state_reg <= wait_trigger;
			end
		else
			begin
				in_reg <= in_next;
				state_reg <= state_next;
			end
	always @*
		begin
			in_next = in;
			state_next = state_reg;
			tick = 0;
			case (state_reg)
				wait_trigger:
					if (in_next == en && in_reg == ~en)
						begin
							state_next = triggered;
							tick = 1'b1;
						end
				triggered:
					if (in_next == ~en)
						state_next = wait_trigger;
			endcase
		end
endmodule
module fifo
#(
	parameter B=8,  
				 W=4   
)
(
	input wire clk, reset,
	input wire rd, wr,
	input wire [B-1:0] w_data,
	output wire empty, full,
	output wire [B-1:0] r_data,
	output wire of, uf
);
reg [B-1:0] array_reg [(1'b1 << W)-1:0];  
reg [W-1:0] w_ptr_reg, w_ptr_next, w_ptr_succ;
reg [W-1:0] r_ptr_reg, r_ptr_next, r_ptr_succ;
reg of_reg, of_next;
reg uf_reg, uf_next;
always @(posedge clk)
	begin
		if (wr)
			array_reg[w_ptr_reg] <= w_data;
	end
always @(posedge clk, posedge reset)
	if (reset)
		begin
			w_ptr_reg <= 0;
			r_ptr_reg <= 0;
			of_reg <= 0;
			uf_reg <= 0;
		end
	else
		begin
			w_ptr_reg <= w_ptr_next;
			r_ptr_reg <= r_ptr_next;
			of_reg <= of_next;
			uf_reg <= uf_next;
		end
always @*
	begin		
		w_ptr_succ = w_ptr_reg + 1'b1;
		r_ptr_succ = r_ptr_reg + 1'b1;
		r_ptr_next = r_ptr_reg;
		w_ptr_next = w_ptr_reg;
		of_next = of_reg;
		uf_next = uf_reg;
		if (rd && wr)  
			begin
				r_ptr_next = r_ptr_succ;
				w_ptr_next = w_ptr_succ;
			end
		else if (rd)  
			begin
				if (w_ptr_reg == r_ptr_reg)  
					uf_next = 1'b1;
				r_ptr_next = r_ptr_succ;
			end
		else if (wr)  
			begin
				if (w_ptr_reg == (r_ptr_reg - 1))  
					of_next = 1'b1;
				w_ptr_next = w_ptr_succ;
			end
	end
	assign full = w_ptr_reg == (r_ptr_reg - 1);
	assign empty = w_ptr_reg == r_ptr_reg;
	assign r_data = array_reg[r_ptr_reg];
	assign of = of_reg;
	assign uf = uf_reg;
endmodule
module mod_m_counter
#(
	parameter M_BITS=8  
)
(
	input wire clk, reset,
	input wire [M_BITS-1:0] m,   
	output wire max_tick,
	output wire [M_BITS-1:0] q
);
reg [M_BITS-1:0] r_reg, r_next;
reg max_tick_reg, max_tick_next;
always @(posedge clk, posedge reset)
	if (reset)
		begin
			r_reg <= 0;
			max_tick_reg <= 0;
		end
	else
		begin
			r_reg <= r_next;
			max_tick_reg <= max_tick_next;
		end
always @*
	begin
		max_tick_next = max_tick_reg;
		begin
			r_next = r_reg;
			if (r_next == m)
				begin
					max_tick_next = 1'b1;
					r_next = 0;
				end
			else
				begin
					r_next = r_next + 1;
					max_tick_next = 0;
				end
		end
	end
assign q = r_reg;
assign max_tick = max_tick_reg;
endmodule
module parity_calculator
#(
	parameter DBIT=8  
)
(
	input wire [DBIT-1:0] data,
	input wire [3:0] dbit,             
	input wire [1:0] pbit,             
	output wire parity
);
wire zero;
wire xs;
assign zero = 0;
assign xs = (dbit == 7) ? ^data[6:0] : ^data[7:0];
assign parity = pbit == 0 ? zero :
					 pbit == 1 ? xs  :
					 ~xs;
endmodule
module sseg
(
	input wire[3:0] num,
	input wire en, dp, sign,
	output wire[7:0] hex
);
	reg [6:0] sseg;
	always @*
	begin
		if (~en)
			sseg <= 7'b0000000;
		else if (sign)
			sseg <= 7'b1000000;
		else
			case (num)
				4'h0: sseg <= 7'b0111111;
				4'h1: sseg <= 7'b0000110;
				4'h2: sseg <= 7'b1011011;
				4'h3: sseg <= 7'b1001111;
				4'h4: sseg <= 7'b1100110;
				4'h5: sseg <= 7'b1101101;
				4'h6: sseg <= 7'b1111101;
				4'h7: sseg <= 7'b0000111;
				4'h8: sseg <= 7'b1111111;
				4'h9: sseg <= 7'b1101111;
				4'ha: sseg <= 7'b1110111;
				4'hb: sseg <= 7'b1111100;
				4'hc: sseg <= 7'b1011000;
				4'hd: sseg <= 7'b1011110;
				4'he: sseg <= 7'b1111001;
				4'hf: sseg <= 7'b1110001;
				default: sseg <= 7'b1010011;
			endcase
	end
	assign hex = { (dp & en), sseg };
endmodule
module uart
#(
	parameter FIFO_R = 2,      
	          FIFO_W = 2,      
			    DVSR_BIT = 8,    
             DBIT = 8         
)
(
	input wire clk, reset,
	input wire rd_uart, wr_uart, rx,
	input wire [3:0] dbit,                   
	input wire [1:0] pbit,                   
	input wire [7:0] sb_tick,                
	input wire [7:0] os_tick,                
	input wire [DVSR_BIT-1:0] dvsr,          
	input wire [DBIT-1:0] w_data,
	output wire tx_full, rx_empty, tx,
	output wire [DBIT-1:0] r_data,
	output wire tx_done_tick, rx_done_tick,
	output wire e_parity, e_frame, e_rxof, e_txof, e_rxuf, e_txuf,
	output wire rx_full, tx_empty
);
wire tick;
wire tx_fifo_not_empty;
wire [DBIT-1:0] tx_fifo_out, rx_data_out, fifo_r_data;
wire rd_uart_tick, wr_uart_tick;
mod_m_counter #(.M_BITS(DVSR_BIT)) baud_gen_unit(.clk(clk), .reset(reset), .m(dvsr), .q(), .max_tick(tick)); 
edge_trigger uart_rx_trigger(.clk(clk), .reset(reset), .in(rd_uart), .en(1'b1), .tick(rd_uart_tick));
fifo #(.B(DBIT), .W(FIFO_R)) fifo_rx_unit(.clk(clk), .reset(reset), .rd(rd_uart_tick), .wr(rx_done_tick), .w_data(rx_data_out), .empty(rx_empty), .full(rx_full), .r_data(fifo_r_data), .of(e_rxof), .uf(e_rxuf));
uart_rx #(.DBIT(DBIT)) uart_rx_unit(.clk(clk), .reset(reset), .dbit(dbit), .pbit(pbit), .sb_tick(sb_tick), .os_tick(os_tick), .rx(rx), .s_tick(tick), .rx_done_tick(rx_done_tick), .dout(rx_data_out), .e_parity(e_parity), .e_frame(e_frame));
edge_trigger uart_tx_trigger(.clk(clk), .reset(reset), .in(wr_uart), .en(1'b1), .tick(wr_uart_tick));
fifo #(.B(DBIT), .W(FIFO_W)) fifo_tx_unit(.clk(clk), .reset(reset), .rd(tx_done_tick), .wr(wr_uart_tick), .w_data(w_data), .empty(tx_empty), .full(tx_full), .r_data(tx_fifo_out), .of(e_txof), .uf(e_txuf));
uart_tx #(.DBIT(DBIT)) uart_tx_unit(.clk(clk), .reset(reset), .dbit(dbit), .pbit(pbit), .sb_tick(sb_tick), .os_tick(os_tick), .tx_start(tx_fifo_not_empty), .s_tick(tick), .din(tx_fifo_out), .tx_done_tick(tx_done_tick), .tx(tx));
assign tx_fifo_not_empty = ~tx_empty;
assign r_data = fifo_r_data;
endmodule
module uart_demo
(
	input wire clk, key_reset,
	input wire rx,
	output wire tx,
	output wire ntx_full, nrx_empty,
	output wire [6:0] rx2, rx1, tx2, tx1
);
reg [7:0] tx_data_reg, tx_data_next;
reg tx_en_reg, tx_en_next;
reg reset_reg, reset_next;
wire [7:0] rx_data;
wire rx_done_tick, tx_done_tick;
wire tx_full, rx_empty;
uart #(.FIFO_R(2), .FIFO_W(2), .DVSR_BIT(8), .DBIT(8)) 
	  uart_unit(
		  .clk(clk), .reset(reset_reg), 
		  .dbit(8), .pbit(1), .sb_tick(32), .os_tick(32), .dvsr(13),
		  .rd_uart(~rx_empty), .wr_uart(tx_en_reg), 
		  .rx(rx), .w_data(tx_data_reg), .tx_full(tx_full), .rx_empty(rx_empty),
		  .tx(tx), .r_data(rx_data), .tx_done_tick(tx_done_tick), .rx_done_tick(rx_done_tick)
	  );
sseg hex4(rx_data[7:4], rx2),
	  hex3(rx_data[3:0], rx1),
	  hex2(tx_data_reg[7:4], tx2),
	  hex1(tx_data_reg[3:0], tx1);
always @(posedge clk)
	begin
		tx_data_reg <= tx_data_next;
		tx_en_reg <= tx_en_next;
		reset_reg <= reset_next;
	end
always  @(posedge clk)
	begin
		tx_data_next = tx_data_reg;
		tx_en_next = 1'b0;
		reset_next = ~key_reset;
		if (~rx_empty && ~tx_full)
			begin
				tx_data_next = rx_data;			
				tx_en_next = 1'b1;
			end
	end
assign ntx_full = ~tx_full;
assign nrx_empty = ~rx_empty;
endmodule
module uart_rx
#(
	parameter DBIT=8  
)
(
	input wire clk, reset,
	input wire [3:0] dbit,             
	input wire [1:0] pbit,             
	input wire [7:0] sb_tick,          
	input wire [7:0] os_tick,          
	input wire rx, s_tick,
	output reg rx_done_tick,
	output wire [DBIT-1:0] dout,
	output wire e_parity, e_frame
);
localparam [2:0]
	idle 	 = 3'b000,
	start  = 3'b001,
	data   = 3'b010,
	parity = 3'b011,
	stop   = 3'b101;
reg [2:0] state_reg, state_next;
reg [7:0] s_reg, s_next;
reg [2:0] n_reg, n_next;
reg [DBIT-1:0] b_reg, b_next;
reg e_parity_reg, e_parity_next;
reg e_frame_reg, e_frame_next;
wire rx_parity;
parity_calculator #(.DBIT(DBIT)) pc(.data(b_reg), .dbit(dbit), .pbit(pbit), .parity(rx_parity));
always @(posedge clk, posedge reset)
	if (reset)
		begin
			state_reg <= idle;
			s_reg <= 0;
			n_reg <= 0;
			b_reg <= 0;
			e_parity_reg <= 0;
			e_frame_reg <= 0;
		end
	else
		begin
			state_reg <= state_next;
			s_reg <= s_next;
			n_reg <= n_next;
			b_reg <= b_next;
			e_parity_reg <= e_parity_next;
			e_frame_reg <= e_frame_next;
		end
always @*
	begin
		state_next = state_reg;
		rx_done_tick = 1'b0;
		s_next = s_reg;
		n_next = n_reg;
		b_next = b_reg;
		e_parity_next = e_parity_reg;
		e_frame_next = e_frame_reg;
		case (state_reg)
			idle:
				if (~rx)
					begin
						state_next = start;
						s_next = 0;
					end
			start:
				if (s_tick)
					if (s_reg == ((os_tick - 1) >> 1))
						begin
							state_next = data;
							e_parity_next = 0;
							e_frame_next = 0;
							s_next = 0;
							n_next = 0;
						end
					else
						s_next = s_reg + 1'd1;
			data:
				if (s_tick)
					if (s_reg == (os_tick - 1))
						begin
							s_next = 0;
							b_next = {rx, b_reg[7:1]};
							if (n_reg == (dbit - 1))
								begin
									n_next = 0;
									if (pbit > 0)
										state_next = parity;
									else
										begin
											state_next = stop;
											e_parity_next = 0;
										end
								end
							else
								n_next = n_reg + 1'd1;
						end
					else
						s_next = s_reg + 1'd1;
			parity:
					if (s_tick)
						begin
							if (s_reg == (os_tick - 1))
								begin
									e_parity_next = rx_parity != rx;
									s_next = 0;
									n_next = 0;
									state_next = stop;
								end
							else
								s_next = s_reg + 1'b1;
						end
			stop:
				if (s_tick)
					if (s_reg == (sb_tick - 1))
						begin
							e_frame_next = ~rx;
							s_next = 0;
							n_next = 0;
							state_next = idle;
							rx_done_tick = 1'b1;
						end
					else
						s_next = s_reg + 1'd1;
		endcase
	end
	assign dout = (dbit == 4'd7) ? (b_reg >> 1) :
	              (dbit == 4'd8) ? b_reg :
					  0;
	assign e_parity = e_parity_reg;
	assign e_frame = e_frame_reg;
endmodule
module uart_tx
#(
	parameter DBIT=8  
)
(
	input wire clk, reset,
	input wire [3:0] dbit,             
	input wire [1:0] pbit,             
	input wire [7:0] sb_tick,          
	input wire [7:0] os_tick,          
	input wire tx_start, s_tick,
	input wire [DBIT-1:0] din,
	output reg tx_done_tick,
	output wire tx
);
localparam [2:0]
	idle 	 = 3'b000,
	start  = 3'b001,
	data   = 3'b010,
	parity = 3'b011,
	stop   = 3'b100;
reg [2:0] state_reg, state_next;
reg [7:0] s_reg, s_next;
reg [2:0] n_reg, n_next;
reg [DBIT-1:0] b_reg, b_next;
reg tx_reg, tx_next;
wire tx_parity;
parity_calculator #(.DBIT(DBIT))  pc(.data(din), .dbit(dbit), .pbit(pbit), .parity(tx_parity));
always @(posedge clk, posedge reset)
	if (reset)
		begin
			state_reg <= idle;
			s_reg <= 0;
			n_reg <= 0;
			b_reg <= 0;
			tx_reg <= 1'b1;
		end
	else
		begin
			state_reg <= state_next;
			s_reg <= s_next;
			n_reg <= n_next;
			b_reg <= b_next;
			tx_reg <= tx_next;
		end
always @*
	begin
		state_next = state_reg;
		tx_done_tick = 1'b0;
		s_next = s_reg;
		n_next = n_reg;
		b_next = b_reg;
		tx_next = tx_reg;
		case (state_reg)
			idle:
				begin
					tx_next = 1'b1;
					if (tx_start)
						begin
							state_next = start;
							s_next = 0;
							b_next = din;
						end
				end
			start:
				begin
					tx_next = 1'b0;
					if (s_tick)
						if (s_reg == (os_tick - 1))
							begin
								state_next = data;
								s_next = 0;
								n_next = 0;
							end
						else
							s_next = s_reg + 1'b1;
				end
			data:
				begin
					tx_next = b_reg[n_reg];
					if (s_tick)
						if (s_reg == (os_tick - 1))
							begin
								s_next = 0;
								if (n_reg == (dbit - 1))
									begin
										n_next = 0;
										if (pbit > 0)
											state_next = parity;
										else
											state_next = stop;
									end
								else
									n_next = n_reg + 1'd1;
							end
						else
							s_next = s_reg + 1'b1;
				end
			parity:
				begin
					tx_next = tx_parity;
					if (s_tick)
						if (s_reg == (os_tick - 1))
							begin
								s_next = 0;
								n_next = 0;
								state_next = stop;
							end
						else
							s_next = s_reg + 1'b1;
				end
			stop:
				begin
					tx_next = 1'b1;
					if (s_tick)
						if (s_reg == (sb_tick - 1))
							begin
								state_next = idle;
								tx_done_tick = 1'b1;
							end
						else
							s_next = s_reg + 1'b1;
				end
		endcase
	end
assign tx = tx_reg;
endmodule
```
**./run.sh**
```bash
#!/bin/bash
# OpenROAD 26Q1-2900-gdf79404cd8, Yosys 0.63+post, stock flow scripts
make -C /OpenROAD-flow-scripts/flow DESIGN_CONFIG=/design/flow/config.mk WORK_HOME=/design/flow/orfs finish
```
**./constraint.sdc**
```tcl
current_design uart_demo

set clk_period 1.7
set clk_io_pct 0.2

create_clock -name clk0 -period $clk_period [get_ports {clk}]

set non_clock_inputs [all_inputs -no_clocks]
set_input_delay [expr $clk_period * $clk_io_pct] -clock clk0 $non_clock_inputs
set_output_delay [expr $clk_period * $clk_io_pct] -clock clk0 [all_outputs]
```
**./config.mk**
```make
export PLATFORM = sky130hd
export DESIGN_NAME = uart_demo
export DESIGN_NICKNAME = uart_demo
export VERILOG_FILES = /design/flow/design.v
export SDC_FILE = /design/flow/constraint.sdc
export NUM_CORES = 4
export LEC_CHECK = 1
export CORE_UTILIZATION = 40
```
==> run notes <==
yosys + openroad results -> DR WL/cell 13.4 um, setup_tns -2790 ps, crit start category register, routed vias 3750, XORs/XNORs by Area 3.17%, # diodes 0, # port buffers 5, EDFF count, synth 64, R2R Setup Slk -260 ps, final worst path period share 115%, CTS root buf clkbuf_16, CTS max path bufs 2, layout cells sized above 1 38.2%, Chip Footprint 17100 um2, Slowest-stage cell, CP mux4_2, Die Y 131 um, Crit. End Element register, clk ins delay skew pair 410 ps, initial drt markers 149, ys flop type dfrtp_1, global route overflow 0, Basic Gates by Area 9.16%, Total GRT Usage 14.3%, slowest cell delay on critical path 560 ps, fp util 41.3%, Max Transition Viols Final 0, core area 16100 um2, most numerous logic cell after layout edfxtp_1, RSZ-0062 raised after global routing yes, status finished with violations, fraction of registers with async set/reset 46.2%, remaining antenna violation count after routing 0, Final setup viols 64, yosys cell count 477, final hold vios 0, largest net degree at the start of global routing 73, family with the most delay on the worst path multiplexers, Worst EP arrival 2290 ps, fa+ha+maj area frac 3.21%, Die Wd 131 um, most used cell, CP xnor2_2, IO Pins 34, yosys aoi share 5.25%, WL final 10600 um, iteration tally of the first detailed-router pass 4, Layout Skew 7.09 ps, Top Layout Cells edfxtp_1, dfrtp_1, buf_4, mux2_2, conb_1, Slew @ Worst Pin 518 ps, Seq share, synth 62.3%, tool warning count 35, Fmax 511 MHz, Worst Path Buf+Inv 1, YS chip area 6630 um2, Mapped Area 6630 um2, ys flops 156, Mux area share 11.9%, hold slack 312 ps, Tot Pwr 7810 uW, Pleak 0.00363 uW, crit path kind register to register, Synth warnings 44, H-Tree Depth 4, FP Rows 46, Critical Path Fanout Max 8, Dominant comb cell multiplexers, Clk pin slew, worst setup/hold paths 60 ps, Final GP Congestion 0.769, min-delay worst type register to asynchronous set/reset pin, CTS buffer count 17, fin crit period 1960 ps, Yosys cell types 51, Area Overhead vs Synth 25.7%, DR vias/cell 4.75, fill count 1272, VDD IR max 0.741 mV, final std cells w/o fill 790, Pwr Density 938 nW/um2, Gate Count Post-Synth 477, initial antenna violation count 0, dpl cells 742, min setup slack post-route -255 ps, first-pass GRT wire length 18100 um, max_slew headroom 65.5%, TritonCTS Sinks 156, Avg Cell Area, Syn 13.9 um2, failing checks negative setup slack, DRC violations left 0, Worst EP required 2030 ps, vias in the first global route 3844, CTS tree yes, max_cap viols 0, hpwl dp 6750 um, CP Cell Sequence buf_6, mux4_2, xnor2_2, xnor2_2, xnor2_1, a221o_1
[cell usage after synthesis, types with 2 or more instances]
| cell type | n | area, um2 |
|---|---|---|
| a21o_1 | 6 | 45.0 |
| a21oi_1 | 6 | 30.0 |
| a22o_1 | 12 | 105 |
| and2_1 | 10 | 62.6 |
| and3_1 | 8 | 50.1 |
| buf_2 | 2 | 10.0 |
| buf_4 | 28 | 210 |
| clkbuf_1 | 7 | 26.3 |
| dfrtp_1 | 67 | 1680 |
| dfstp_2 | 5 | 131 |
| dfxtp_1 | 20 | 400 |
| edfxtp_1 | 64 | 1920 |
| ha_1 | 17 | 213 |
| inv_1 | 17 | 63.8 |
| mux2_2 | 31 | 349 |
| mux4_1 | 7 | 184 |
| mux4_2 | 11 | 248 |
| nand2_1 | 34 | 128 |
| nand3_1 | 10 | 50.1 |
| nand4b_1 | 3 | 26.3 |
| nor2_1 | 26 | 97.6 |
| nor2b_1 | 4 | 25.0 |
| nor3_1 | 5 | 25.0 |
| nor4_1 | 5 | 31.3 |
| nor4b_1 | 2 | 17.5 |
| o21ai_0 | 19 | 95.1 |
| or2_2 | 3 | 18.8 |
| or3_1 | 3 | 18.8 |
| xnor2_1 | 18 | 158 |
| xor2_1 | 6 | 52.6 |
[logic make-up after synthesis]
group                    count (synthesis)
AND-OR/OR-AND                           52
XOR/XNOR                                24
adder cells (fa/ha/maj)                 17
buffers and inverters                   56
flip-flops                             156
multiplexers                            50
other                                    1
AND/OR/NAND/NOR                        121
[routing by layer]
metal	vias to the layer above	part of all wire [%]	track usage, %
li1	1840	-	-
met1	1851	46	21.6
met2	50	49	22.7
met3	9	4.1	4.27
met4	0	0.90	1.35
met5	-	0	0
[stage by stage]
| step | setup WS [ps] | instance area [um2] | util (%) |
|---|---|---|---|
| after floorplan | -144 | 6810 | - |
| after global placement | -261 | 7310 | 45.6 |
| after detailed placement | -297 | 7310 | 45.6 |
| after CTS | -303 | 8130 | 50.6 |
| after global routing | -362 | 8330 | 51.9 |
| final | -255 | 8330 | 51.9 |
[area by class of cell]
cell class	instances	area (um2)	share of cell area, %
flip-flops and latches	156	4140	49.6
multi-input cells	293	2610	31.3
repair buffers	76	636	7.63
clock buffers	17	425	5.11
well taps	216	270	3.24
clock inverters	15	188	2.25
inverters	17	70.1	0.841
[path summary, 6_finish.rpt]
kind / start / end / depth (start not counted)
hold reg to reg: reset_reg$_DFF_P_ / uart_unit.uart_tx_unit.s_reg[1]$_DFFE_PP0P_ / 2
hold / removal: reset_reg$_DFF_P_ / uart_unit.uart_tx_unit.s_reg[1]$_DFFE_PP0P_ / 2
setup reg to reg: uart_unit.fifo_tx_unit.r_ptr_reg[0]$_DFFE_PP0P_ / uart_unit.uart_tx_unit.tx_reg$_DFFE_PP1P_ / 6
min in group clk0: tx_en_next$_DFF_P_ / tx_en_reg$_DFF_P_ / 0
setup / recovery: uart_unit.fifo_tx_unit.r_ptr_reg[0]$_DFFE_PP0P_ / uart_unit.uart_tx_unit.tx_reg$_DFFE_PP1P_ / 6
max in group asynchronous: reset_reg$_DFF_P_ / uart_unit.uart_rx_trigger.state_reg[0]$_DFF_PP1_ / 2
[power breakdown]
| group | total (uW) | internal (uW) | switching [uW] |
|---|---|---|---|
| clock network | 3870 | 2340 | 1520 |
| logic | 48.9 | 11.8 | 37.2 |
| registers | 3900 | 3900 | 2.76 |
| total | 7810 | 6250 | 1560 |
[worst register-to-register path, stage by stage (launching register included)]
cell	delay [ps]
dfrtp_1	370
buf_6	170
mux4_2	560
xnor2_2	170
xnor2_2	190
xnor2_1	100
a221o_1	320
[timing repair]
item	in CTS	in global routing
buffers inserted	10	7
hold buffers	0	0
setup endpoints to repair	79	90
cloned	2	0
pin swaps	15	24
resized	39	38
Power and IR drop assume default switching activity.
